--- ./design.v ---
module UART_RX #(
    parameter DATA_WIDTH=8,
    START_BIT=0,
    IDLE=0,
    START_REC=1,
    DATA_REC=2,
    PAR_REC=3,
    STOP_REC=4
) (
    input SRL_data,
    input [4:0] prescale,
    input PAR_EN,
    input PAR_TYP,
    input clk,
    input rst,
    output [DATA_WIDTH-1:0] P_DATA,
    output reg         Data_Valid_reg
);
wire bit_count_enable;
wire edge_count_enable;
wire start_check_enable;
wire stop_check_enable;
wire parity_check_enable;
wire Data_Valid;
wire parity_calc;
wire parity_err;
wire start_err;
wire stop_err;
wire sampled_data;
wire deserializer_enable;
wire data_sample_enable;
wire state_change_enable;
wire stop_edge_enable;
reg [3:0] data_valid_counter;
reg       Data_Valid_extended;
always @(*) 
begin
    if(data_valid_counter>0 && data_valid_counter<4'b1001)
    begin
        Data_Valid_extended=1;
    end
    else
    Data_Valid_extended=0;
end
always @(posedge clk or negedge rst) 
begin
    if(!rst)
    begin
        data_valid_counter<=0;
    end
    else
    begin
        if((Data_Valid==1) || (data_valid_counter>3 && data_valid_counter<4'b1001))
        begin
            data_valid_counter<=data_valid_counter+1;
        end
        else
        begin
            data_valid_counter<=0;
        end
    end
end
always @(posedge clk or negedge rst)
begin
    if(!rst)
    begin
        Data_Valid_reg<=0;
    end
    else
    begin
        Data_Valid_reg<=Data_Valid_extended;
    end
end
edge_bit_counters U0_edge_bit_counters(
    .prescale(prescale),
    .bit_count_enable(bit_count_enable),
    .edge_count_enable(edge_count_enable),
    .stop_err(stop_err),
    .clk(clk),
    .rst(rst),
    .data_sample_enable(data_sample_enable),
    .data_transmitted_finished_flag(data_transmitted_finished_flag),
    .state_change_enable(state_change_enable),
    .stop_edge_enable(stop_edge_enable)
);
UART_RX_FSM U0_UART_FSM (
    .PAR_EN(PAR_EN),
    .SRL_data(SRL_data),
    .data_transmitted_finished_flag(data_transmitted_finished_flag),
    .state_change_enable(state_change_enable),
    .stop_edge_enable(stop_edge_enable),
    .start_err(start_err),
    .stop_err(stop_err),
    .parity_err(parity_err),
    .clk(clk),
    .rst(rst),
    .bit_count_enable(bit_count_enable),
    .edge_count_enable(edge_count_enable),
    .start_check_enable(start_check_enable),
    .stop_check_enable(stop_check_enable),
    .parity_check_enable(parity_check_enable),
    .Data_Valid(Data_Valid)
);
start_check U0_START_CHECK(
    .start_check_enable(start_check_enable),
    .sampled_data(sampled_data),
    .start_err(start_err)
);
parity_calc U0_PAR_CALC (
    .P_DATA(P_DATA),
    .PAR_TYP(PAR_TYP),
    .clk(clk),
    .rst(rst),
    .parity_calc(parity_calc)
);
parity_check U0_PAR_CHECK(
    .parity_calc(parity_calc),
    .sampled_data(sampled_data),
    .parity_check_enable(parity_check_enable),
    .parity_err(parity_err)
);
stop_check U0_STOP_CHECK (
    .stop_check_enable(stop_check_enable),
    .sampled_data(sampled_data),
    .stop_err(stop_err)
);
data_sample U0_DATA_SAMPLE(
    .data_sample_enable(data_sample_enable),
    .SRL_data(SRL_data),
    .stop_check_enable(stop_check_enable),
    .start_check_enable(start_check_enable),
    .data_transmitted_finished_flag(data_transmitted_finished_flag),
    .parity_check_enable(parity_check_enable),
    .clk(clk),
    .rst(rst),
    .sampled_data(sampled_data),
    .deserializer_enable(deserializer_enable)
);
deserializer U0_DESERIALIZER(
    .deserializer_enable(deserializer_enable),
    .sampled_data(sampled_data),
    .clk(clk),
    .rst(rst),
    .P_DATA(P_DATA)
);
endmodule
module UART_RX_FSM #(
    parameter DATA_WIDTH=8,
    START_BIT=0,
    IDLE=0,
    START_REC=1,
    DATA_REC=2,
    PAR_REC=3,
    STOP_REC=4
) (
    input PAR_EN,
    input SRL_data,
    input data_transmitted_finished_flag,  
    input state_change_enable,
    input stop_edge_enable,
    input start_err,
    input stop_err,
    input parity_err,
    input clk,
    input rst,
    output reg bit_count_enable,
    output reg edge_count_enable,  
    output reg start_check_enable,
    output reg stop_check_enable,
    output reg parity_check_enable,
    output reg Data_Valid   
);
reg [2:0] current_state;
reg [2:0] next_state;
wire deserializer_enable;
always @(posedge clk or negedge rst) 
begin
    if(!rst)
    begin
        current_state<=0;
    end
    else if (state_change_enable==1) 
    begin
        current_state<=next_state;
    end
end
always @(*) 
begin 
    case (current_state)
        IDLE:
        begin
            if(SRL_data == START_BIT)
            begin 
                edge_count_enable=1;
                bit_count_enable=0;
                start_check_enable=1;
                stop_check_enable=0;
                parity_check_enable=0;
                Data_Valid=0;
            end
            else
            begin
                edge_count_enable=0;
                bit_count_enable=0;
                start_check_enable=0;
                stop_check_enable=0;
                parity_check_enable=0;
                Data_Valid=0;
            end
        end
        START_REC:
        begin
                edge_count_enable=1;
                bit_count_enable=0;
                start_check_enable=1;
                stop_check_enable=0;
                parity_check_enable=0;
                Data_Valid=0;
        end
        DATA_REC: 
        begin
            if(!data_transmitted_finished_flag)
            begin
                edge_count_enable=1;
                bit_count_enable=1;
                start_check_enable=0;
                stop_check_enable=0;
                parity_check_enable=0;
                Data_Valid=0;
            end
            else
            begin
                edge_count_enable=1;
                bit_count_enable=1;  
                start_check_enable=0;
                stop_check_enable=0;
                parity_check_enable=0;
                Data_Valid=0;
            end
        end
        PAR_REC:
        begin
            edge_count_enable=1;
            bit_count_enable=1;
            start_check_enable=0;
            stop_check_enable=0;
            parity_check_enable=1;
            Data_Valid=0;
        end
        STOP_REC:
        begin
            stop_check_enable=1;
            if(!stop_err)
            begin
                if(stop_edge_enable)
                begin
                    edge_count_enable=0;    
                end
                else
                begin
                   edge_count_enable=1;    
                end
                bit_count_enable=0;
                start_check_enable=0;     
                parity_check_enable=0;
                Data_Valid=1;
            end
            else
            begin
                edge_count_enable=1;
                bit_count_enable=0;
                start_check_enable=0;
                parity_check_enable=0;
                Data_Valid=0;
            end
        end
    endcase
end
always @(*) 
begin
    case (current_state)
        IDLE:
        begin
            if(SRL_data == START_BIT)
            begin
                next_state=START_REC;
            end
            else
            begin
                next_state=IDLE;
            end
        end
        START_REC:
        begin
            if(!start_err)
            next_state=DATA_REC;
            else
            next_state=START_REC;
        end
        DATA_REC:
        begin
            if (data_transmitted_finished_flag) 
            begin
                if(PAR_EN)
                next_state=PAR_REC;
                else
                begin
                    next_state=STOP_REC;
                end
            end
            else 
            begin
                next_state=DATA_REC;
            end
        end
        PAR_REC:
        begin
            if(parity_err)
            begin
                next_state=IDLE;
            end
            else
            begin
                next_state=STOP_REC;
            end
        end
         STOP_REC:
         begin
            if(SRL_data == START_BIT)
            next_state=START_REC;
            else
            next_state=IDLE;
         end
    endcase
end
endmodule
module data_sample#(
    parameter DATA_WIDTH=8,
              SAMPLES_NO=3
) (
    input data_sample_enable,
    input SRL_data,
    input stop_check_enable,
    input start_check_enable,
    input data_transmitted_finished_flag,
    input parity_check_enable,
    input clk,
    input rst,
    output reg sampled_data,
    output reg deserializer_enable
);
reg [1:0] samples_counter;
reg [2:0] sampled_bits;
always @(*) 
begin  
    if(sampled_bits[0]== sampled_bits[1] || sampled_bits[0]==sampled_bits[2])
    begin
        sampled_data=sampled_bits[0];
    end
    else if(sampled_bits[1] == sampled_bits[2])
    begin
        sampled_data=sampled_bits[1];
    end
end
always @(*) 
begin
    if(data_sample_enable)
        begin
            if(samples_counter < SAMPLES_NO)
            begin
               deserializer_enable=0;
            end
            else if(!stop_check_enable && !start_check_enable 
            && !data_transmitted_finished_flag && !parity_check_enable)  
            begin
                deserializer_enable=1;
            end
        end
    else
        deserializer_enable=0;
end
always @(posedge clk or negedge rst) 
begin
    if(!rst)
    begin
        samples_counter<=0;
        sampled_bits<=0;
    end
    else
    begin
        if(data_sample_enable)
        begin
            if(samples_counter < SAMPLES_NO)
            begin
               samples_counter<=samples_counter+1; 
               sampled_bits[samples_counter]<=SRL_data;  
            end
            else
            begin
                samples_counter<=0;
            end
        end
        else
        samples_counter<=0;
    end
end
endmodule
module deserializer #(
    parameter DATA_WIDTH=8
) (
    input deserializer_enable, 
    input sampled_data,
    input clk,
    input rst,
    output reg [DATA_WIDTH-1:0] P_DATA
);
always @(posedge clk or negedge rst) 
begin
    if(!rst)
    begin
        P_DATA<=0;
    end
    else
    begin
        if(deserializer_enable)
        begin
            P_DATA[6:0]<={P_DATA[7:1]};
            P_DATA[DATA_WIDTH-1]<= sampled_data ;  
        end
    end
end
endmodule
module edge_bit_counters #(
    parameter BIT_COUNTER_WIDTH=8,
              EDGE_COUNTER_WIDTH=8,
              DATA_WIDTH=8
) (
    input [4:0] prescale,
    input bit_count_enable,  
    input edge_count_enable,  
    input stop_err,
    input clk,
    input rst,
    output reg     data_sample_enable,
    output wire    data_transmitted_finished_flag,
    output reg     state_change_enable,
    output reg     stop_edge_enable
);
reg [BIT_COUNTER_WIDTH-1:0]  bit_counter;
reg [EDGE_COUNTER_WIDTH-1:0] edge_counter;
reg [3:0] midlle_edge_no;
assign data_transmitted_finished_flag= (bit_counter == DATA_WIDTH)? 1:0;
always @(*) 
begin
    if(prescale == 16)
    begin
        midlle_edge_no=8;
    end
    if(prescale == 8)
    begin
        midlle_edge_no=4;
    end
end
always @(*) 
begin
    if(edge_counter==1 && stop_err==0)
    stop_edge_enable=1;
    else
    stop_edge_enable=0;
end
always @(*) 
begin
    if(edge_counter==1)
    state_change_enable=1;
    else
    state_change_enable=0;
end
always @(posedge clk or negedge rst) 
begin
    if(!rst)
    begin
        bit_counter<=0;
        edge_counter<=0;
    end
    else
    begin
        if(edge_count_enable)
        begin
            if(edge_counter <= EDGE_COUNTER_WIDTH-2)   
            edge_counter<=edge_counter+1;
            else
            begin
                edge_counter<=0;
                if(bit_count_enable || bit_counter==BIT_COUNTER_WIDTH)
                begin
                    if(bit_counter <= BIT_COUNTER_WIDTH -1)   
                    bit_counter<=bit_counter+1;
                    else
                       bit_counter<=0;
                end
            end
        end
        else
        edge_counter<=0;
    end
end
always @(*) 
begin
    if((edge_counter==midlle_edge_no -2 || edge_counter==midlle_edge_no -1 
    || edge_counter==midlle_edge_no    || edge_counter==midlle_edge_no +1)
    && (edge_count_enable))
    begin
    data_sample_enable=1;
    end
    else
    data_sample_enable=0;
end
endmodule
module parity_calc #(
    parameter WIDTH=8
) (
    input [WIDTH-1:0] P_DATA,
    input             PAR_TYP,
    input             clk,
    input             rst,
    output            parity_calc
);
wire even_parity, odd_parity;
wire data_xored;
reg [WIDTH-1:0] P_DATA_reg;
assign data_xored= ^P_DATA_reg;
assign even_parity=data_xored;
assign odd_parity=~data_xored;
assign parity_calc= (PAR_TYP)?odd_parity:even_parity;
always @(posedge clk or negedge rst) 
begin
    if(rst)
    begin
    P_DATA_reg<=P_DATA;
    end
    else
    begin
        P_DATA_reg<=0;
    end    
end
endmodule
module parity_check(
    input parity_calc,
    input sampled_data,
    input parity_check_enable,  
    output reg parity_err   
);
always @(*) 
begin
    if(parity_check_enable)
    begin
        if(parity_calc == sampled_data)
        parity_err=0;
        else
        parity_err=1;
    end
    else
    parity_err=1;
end
endmodule
module start_check #(
    parameter START_BIT=0
) (
    input start_check_enable, 
    input sampled_data,
    output reg start_err
);
always @(*) 
begin
    if(start_check_enable)
    begin
        if(sampled_data == START_BIT)
        start_err=0;
        else
        start_err=1;
    end
    else
    start_err=1;
end
endmodule
module stop_check #(
    parameter STOP_BIT=1
) (
    input stop_check_enable,   
    input sampled_data,
    output reg stop_err
);
always @(*) 
begin
    if(stop_check_enable)
    begin
        if(sampled_data == STOP_BIT)
        stop_err=0;
        else
        stop_err=1;
    end
    else
    stop_err=1;
end
endmodule
--- ./config.mk ---
export PLATFORM = sky130hd
export DESIGN_NAME = UART_RX
export DESIGN_NICKNAME = UART_RX
export VERILOG_FILES = /design/flow/design.v
export SDC_FILE = /design/flow/constraint.sdc
export NUM_CORES = 4
export LEC_CHECK = 1
export CORE_UTILIZATION = 30
--- ./run.sh ---
#!/bin/bash
# OpenROAD 26Q1-2900-gdf79404cd8, Yosys 0.63+post, stock flow scripts
make -C /OpenROAD-flow-scripts/flow DESIGN_CONFIG=/design/flow/config.mk WORK_HOME=/design/flow/orfs finish
--- ./constraint.sdc ---
current_design UART_RX

set clk_period 3.2
set clk_io_pct 0.2

create_clock -name clk0 -period $clk_period [get_ports {clk}]

set non_clock_inputs [all_inputs -no_clocks]
set_input_delay [expr $clk_period * $clk_io_pct] -clock clk0 $non_clock_inputs
set_output_delay [expr $clk_period * $clk_io_pct] -clock clk0 [all_outputs]
==> notes.md <==
Observations from the implementation run.

Status:
- The flow ran to the end, and the final reports show no timing, DRC or antenna violations.

Floorplanning:
- The run puts the placeable core region at 7850 µm².
- The run puts the chip height at slightly above 90 µm.
- According to the floorplan log, the row count is 32.
- The run gives the overall chip area as about 8600 µm².
- At the floorplan stage, the core utilization is reported as a little under a third.
- The run puts the width of the chip at 92.6 µm.
- The run gives the top-level I/O count as 19.

Placement:
- The run gives the detailed placer's ending HPWL as ~2.8 mm.
- The run puts the placed cell area at 2780 µm².
- The run gives the routability congestion estimate from global placement as just under 0.8.
- Per the placement log, port buffering inserted 18 buffers.

Logic synthesis:
- The mapped netlist covers 2460 µm².
- The run gives the share of async-settable or async-resettable flops after synthesis as between 70% and 80%.
- The synthesis run shows the most used standard cells to be sky130_fd_sc_hd__dfrtp_1, sky130_fd_sc_hd__ha_1, sky130_fd_sc_hd__inv_1.
- sky130_fd_sc_hd__dfrtp_1 takes more of the synthesized area than any other cell.
- The synthesis report lists the most area-consuming cells as sky130_fd_sc_hd__dfrtp_1, sky130_fd_sc_hd__dlxtn_1, sky130_fd_sc_hd__ha_1, sky130_fd_sc_hd__mux2_2, sky130_fd_sc_hd__xnor2_1.
- In the Yosys report the total cell count is about 200.
- The run gives the per-instance average area after synthesis as about 12 µm².
- The run puts the register bit count reported by yosys at about 58.
- Of the post-synthesis cell area, the dominant cell type holds a little under half.
- By instance count, the leading cell after synthesis is sky130_fd_sc_hd__dfrtp_1.
- During synthesis, Yosys emitted a total of 10 warnings.
- In the synthesized netlist, the number of instances is 206.
- The run puts the post-synth tally of flip-flops with integrated enable at 0.
- The run puts the post-synthesis chip area from yosys at 2460 µm².
- The synthesis report names the predominant flop master as sky130_fd_sc_hd__dfrtp_1.
- Yosys mapped the design onto just under 50 distinct sky130hd cell types.

Setup path:
- The endpoint identified for the worst register-to-register timing path is U0_edge_bit_counters.bit_counter[3]$_DFFE_PN0P_.
- STA classifies the critical path startpoint as a register.
- The run gives the register-to-register setup slack as 1260 ps.
- At the worst endpoint, the required time is between 3000 and 4000 ps.
- For reference, the critical path is launched at U0_edge_bit_counters.edge_counter[4]$_DFF_PN0_.
- The run gives the endpoint of the worst setup timing path as U0_edge_bit_counters.bit_counter[3]$_DFFE_PN0P_.
- The timing report shows that the slowest cell on the worst path is sky130_fd_sc_hd__or4_4.
- The report lists the cells along the critical path as or4_4, a311o_1, o211ai_4, mux2_4.
- The run gives the sort of element at the end of the critical path as a register.
- Per the timing report, the most critical flop-to-flop path originates at U0_edge_bit_counters.edge_counter[4]$_DFF_PN0_.
- The critical path in this run is classified as register to register.
- The run puts the maximum fanout count along the critical path at 8.
- Data arrives at the worst endpoint at 2130 ps.
- The run gives the largest incremental delay on the critical path as ~570 ps.
- Logic depth along the worst register-to-register path is recorded as 4.

STA:
- The run puts the worst slew margin relative to its limit at between 60 and 70%.
- The run puts the highest clock frequency the design can meet at between 500 and 600 MHz.
- The timer found 13 register pins that no clock reaches; their paths are not timed.
- The run puts the max-slew violation count at 0.
- The run gives the post-layout period usage of the worst path as around three fifths.
- The run gives the final critical path time including I/O delays and setup as between 1500 and 2000 ps.
- The run gives the count of endpoints without a timing constraint as 13.
- The run puts the final sum of negative setup slack at 0 ps.
- The run puts the transition at the pin with the smallest max-transition slack at 537 ps.
- Setup repair after global routing left no endpoint under its margin.
- The run puts the number of hold violations in the final report at 0.
- The run gives the final-report setup violation count as 0.
- The run gives the worst clock skew on the final layout as about 4.7 ps.

Global routing:
- In the global route stage, overall resource usage came out at between 10 and 15%.
- Entering global routing, the biggest net connects 30 pins.
- The initial antenna violation count came to 0.
- The run gives the first-pass GRT wire length as approximately 6.8 mm.
- The run puts the number of global-route vias before repair at about 1500.
- The run puts the remaining global-route overflow at 0.

Final layout:
- The run gives the register area as 1320 µm².
- The run puts the final instance area at 2870 µm².
- The run puts the area growth from synthesis to layout at 16.7%.
- The run gives the fraction of final layout cells with drive strength greater than 1 as between 10 and 15%.
- The run puts the area of the multi-input gates at 1090 µm².
- The run gives the count of fill cells added during filler insertion as between 700 and 800.

Detailed routing:
- The run puts the remaining antenna violation count at 0.
- The run gives the first-pass iteration count of the detailed router as 4.
- The routed layout reports a DRC error count of 0.
- The run gives the DRC marker count from the first detailed-route iteration as ~45.
- The run puts the routed wire length per instance at around 11 µm.
- The run puts the final antenna diode count at 0.
- The run gives the total via count after detailed routing as 1501.
- The run gives the average via count per standard cell as approximately 4.5.
- The run gives the final routed wirelength across all metal layers as about 3.8 mm.

Clocking:
- The run gives the number of cells upsized or downsized after cts as 0.
- The cell sitting at the root of the clock tree is a sky130_fd_sc_hd__clkbuf_8.
- The run puts the H-tree depth at 2.
- The run gives the setup fix buffers added after clock tree synthesis as 0.
- The run puts the CTS clock-pin slew for the worst setup and hold paths at about 90 ps.
- The run gives the number of buffers inserted during clock tree synthesis as 5.
- The run gives the clock latency on the worst-skew pair as around 300 ps.
- Hold repair after CTS inserted 0 buffers.
- The run gives the clock tree from TritonCTS as yes.
- The run gives the buffer depth of the longest clock path as 2.

Power and ir drop:
- The analysis attributes to cell leakage a power of 1.31 nW.
- The run puts the largest voltage drop on the vdd net at approximately 0.00015 V.
- The run gives the overall power as about 980 µW.
- Per the summary, power density relative to cell area is 340 nW/µm².

Flow run:
- The tool flagged a number of max-cap violations equal to 0.
- The run gives the OpenROAD warning count as 34.

Hold path:
- Checking hold timing, the worst path is listed with class input port to asynchronous set/reset pin.
where the power goes:
group | total, mW | internal [mW] | switching [mW]
Sequential | 0.576 | 0.574 | 0.00243
Clock | 0.362 | 0.159 | 0.203
Combinational | 0.0392 | 0.0183 | 0.0209
cells by family (layout without fill, tap and decap cells):
| group | Yosys count | after routing | synth area share [%] |
|---|---|---|---|
| flip-flops | 45 | 45 | 45.8 |
| XOR/XNOR | 13 | 13 | 5.19 |
| AND-OR/OR-AND | 28 | 28 | 9.16 |
| multiplexers | 15 | 15 | 7.12 |
| other | 1 | 5 | 0.152 |
| adder cells (fa/ha/maj) | 15 | 15 | 7.53 |
| buffers and inverters | 16 | 41 | 2.49 |
| AND/OR/NAND/NOR | 60 | 60 | 14.6 |
| latches | 13 | 13 | 7.94 |
layer usage:
metal  up-vias  GRT usage [%]  wire length [µm]
li1        767              -                 -
met4         0           1.17                40
met2        19           14.9              1580
met3         4           2.34               155
met5         -              0                 0
met1       711           16.0              1980
critical path, delay by kind of cell, from the launching register on:
family / cells / cell delay [ps]
multiplexers: 1 / 330
flip-flops: 1 / 370
AND-OR/OR-AND: 2 / 550
AND/OR/NAND/NOR: 1 / 570
worst min path at each step:
stage	endpoint	slack (ps)	cells after the start
CTS	U0_DATA_SAMPLE.samples_counter[0]$_DFF_PN0_	260	1
global route	U0_DESERIALIZER.P_DATA[1]$_DFFE_PN0P_	270	1
finish	U0_DATA_SAMPLE.samples_counter[0]$_DFF_PN0_	250	1
final cells by class:
type	instances	share of cell area, %
clock inverters	3	0.872
well taps	102	4.45
inverters	14	1.83
multi-input cells	136	38.1
flip-flops and latches	58	46.0
repair buffers	19	6.36
clock buffers	5	2.40
through the flow:
step	hold WS, ps	setup slack [ps]	utilization (%)	cells
finish	252	1260	36.6	337
global placement	392	1290	35.4	329
global route	271	1180	36.6	337
detailed placement	398	1270	35.4	329
floorplan	344	1330	-	210
CTS	259	1260	36.6	337
cell usage in the layout, fill, tap and decap left out, types with 5 or more instances in the layout:
cell	count
sky130_fd_sc_hd__clkbuf_8	5
sky130_fd_sc_hd__clkdlybuf4s50_1	17
sky130_fd_sc_hd__conb_1	5
sky130_fd_sc_hd__dfrtp_1	45
sky130_fd_sc_hd__dlxtn_1	13
sky130_fd_sc_hd__ha_1	14
sky130_fd_sc_hd__inv_1	14
sky130_fd_sc_hd__mux2_2	12
sky130_fd_sc_hd__nand2_1	9
sky130_fd_sc_hd__nor2_1	13
sky130_fd_sc_hd__nor2b_1	7
sky130_fd_sc_hd__nor3_1	5
sky130_fd_sc_hd__o21ai_0	6
sky130_fd_sc_hd__xnor2_1	10
Power and IR drop assume default switching activity.
